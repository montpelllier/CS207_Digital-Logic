--- ./config.mk ---
export PLATFORM = sky130hd
export DESIGN_NAME = clock
export DESIGN_NICKNAME = clock
export VERILOG_FILES = /design/flow/design.v
export SDC_FILE = /design/flow/constraint.sdc
export NUM_CORES = 4
export LEC_CHECK = 1
export CORE_AREA = 10 10 86 86
export DIE_AREA = 0 0 96 96
--- ./constraint.sdc ---
current_design clock

set clk_period 3.4
set clk_io_pct 0.2

create_clock -name clk0 -period $clk_period [get_ports {clk}]

set non_clock_inputs [all_inputs -no_clocks]
set_input_delay [expr $clk_period * $clk_io_pct] -clock clk0 $non_clock_inputs
set_output_delay [expr $clk_period * $clk_io_pct] -clock clk0 [all_outputs]
--- ./run.sh ---
#!/bin/bash
# OpenROAD 26Q1-2900-gdf79404cd8, Yosys 0.63+post, stock flow scripts
make -C /OpenROAD-flow-scripts/flow DESIGN_CONFIG=/design/flow/config.mk WORK_HOME=/design/flow/orfs finish
--- ./design.v ---
`timescale 1ns / 1ps
module clock(
    input clk,
    output reg clk_out
    );
reg[19:0] count;
always@(posedge clk)
    begin
    if(count == 10_0000) 
        begin
        count <= 0;
        clk_out <= clk_out+1;
        end
    else count <= count+1;
    end
endmodule
==> Table 3: Implementation characteristics <==
Implementation parameters

Parameter                              Value

Logic synthesis
  Post-Syn Area    890.9 sq um
  Post-synth area hogs    dfxtp_1, xnor2_1, nand4_1
  Async SR Flop Fraction    0
  Post-synthesis sequential element count    21
  Number of distinct library cells after synthesis    23
  Number of cells in the yosys synthesis report    94
  Primary flip-flop cell chosen by synthesis mapping    dfxtp_1
  Mean post-synth cell area    9.477 sq um
  Cell type with the largest total area after synthesis    dfxtp_1
  Number of warnings issued by yosys    1
  Portion of synthesized cell area occupied by the leading cell type    0.4494
  Number of flops mapped to enable cells by yosys    1
  Cell types with the highest counts after synthesis    dfxtp_1, xnor2_1, nor2_1
  Share of the yosys chip area belonging to registers    0.4831
  Synthesized instance count    94
  Chip Area, Yosys    890.9 sq um
  Most frequent cell after synthesis    dfxtp_1

Drt
  Antenna diode count    0
  Via density per instance    3.588
  Drt drc    0
  Tally of nets with antenna violations remaining after routing    0
  WL per Instance    8.600 microns
  Final routed wirelength across all metal layers    1462 microns
  Via count of the routed design    between 600 and 700
  Initial drt markers    19
  Iteration tally of the first detailed-router pass    4

Clock network
  CTS max path bufs    2
  Clock-pin slew on the worst setup and hold paths    ~0.07 ns
  Clk sinks    21
  Clock root buffer    clkbuf_8
  Number of buffers inserted to repair setup after CTS    0
  Number of buffers added to fix hold violations after cts    0
  Quantity of gates resized following cts    0
  TritonCTS clock tree    done
  Clock latency at the later pin of the worst-skew pair    0.25 ns
  H-tree levels    1
  Total CTS buffers    3

Worst setup path
  CP Buf/Inv Count    1
  Critical-path cell list    clkdlybuf4s50_1
  Critical setup path kind    flop to primary output
  Endpoint kind of the worst setup timing path    primary output
  Reg2Reg Depth    5
  Worst setup SP type    flop
  WP data required    2.72 ns
  Slowest stage delay, CP    0.46 ns
  Standard cell with the maximum stage delay on the critical path    clkdlybuf4s50_1
  Levels on crit path    1
  Crit path arrival time    approximately 1.1 ns
  Cell family contributing the most delay on the critical path    buffers and inverters
  Max FO, Critical Path    2

Timing
  Clock Skew    about 0.00086 ns
  Final Hold Violating Endpoints    0
  RSZ-0062 raised after global routing    false
  Final Max-Slew Violation Tally    0
  Post-Route Setup TNS    0 ns
  Relative max-transition margin    0.5810
  Post-layout worst setup margin    1.664 ns
  Post-layout period usage    0.5106
  Worst-margin pin slew    0.6237 ns
  Worst hold slack across all endpoints    0.4747 ns
  Final setup fails    0
  Max Freq    576.0 MHz
  Minimum clock period    between 1.5 and 2 ns

GRT
  Met2 demand-to-capacity share in global routing    0.05101
  Met1 usage    0.04920
  Maximum number of pins on one net before global-route repair    12
  First-pass GRT wire length    2649 microns
  Antenna violations before repair    0
  GR peak layer    met2
  Number of global-route vias before repair    592
  Met3 track utilization from global routing    0.01258
  Gr ovfl total    0
  GRT Total Usage    0.03446

Job
  Number of OpenROAD warnings    26
  Number of max-cap violations    0

Pwr
  Worst supply voltage drop on vdd    0.0003130 V
  Switching component of the power    73.22 uW
  Register share of total power    0.613
  Clock share of power    0.387
  Relative contribution of combinational cells to total power    0
  Internal power    330.7 uW
  Power per unit of standard cell area    391.3 mW/mm^2
  Leak pwr    between 0.3 and 0.4 nW
  Switching share of total power    0.1813

Placed design
  Pre-CTS setup slack    1.771 ns
  Post-DP HPWL    1059 microns
  Weighted congestion at the end of routability-driven global placement    0.8447
  PortBufs    1

Finish
  Area added between synthesis and finish    15.87%
  Share of cells above drive strength 1    0.05102

Run status
  Outcome    completed

Worst hold path
  Cell count of the worst hold path    1
  Type of the most critical hold path    flop to flop

Floorplanning
  Core Util at FP    0.1608
  Chip Footprint    approximately 0.0092 sq mm
  Die Ht    96 microns
  Core Region    0.005540 sq mm
  Width of the chip    96 microns
  Total number of placement rows    27
  I/O pin count    2
## cells by family (layout without fill, tap and decap cells)
family                     after synthesis  in the layout  share of synthesized area
adders and majority gates                2              2                    0.02809
xor gates and xnor gates                17             17                     0.1671
DFF                                     21             21                     0.4831
and+or+nand+nor                         46             46                     0.2851
AOI/OAI and AO/OA                        2              2                    0.01123
buffers and inverters                    6             10                    0.02528
## registers in the layout, indices dropped and copies added, names as in the netlist
name	flops
clk_out	1
count	20
## routing by layer
layer	up-vias	wire length (microns)
met4	0	0
met2	5	583
met3	0	53
li1	334	-
met5	-	0
met1	271	825
## area by class of cell
cell class,count,area [sq um]
tap,72,90.09
inverter,5,18.77
sequential,21,430.4
multi-input combinational,67,437.9
clock buffer,4,45.04
fill,636,4508
timing repair buffer,1,10.01
## cell usage in the layout, fill, tap and decap left out, drive strengths merged, types with 2 or more instances in the layout
| cell type | n |
|---|---|
| nand4 | 7 |
| nand3 | 7 |
| nand2 | 5 |
| nor4 | 4 |
| dfxtp | 20 |
| and3 | 4 |
| or3 | 2 |
| nor2 | 9 |
| inv | 5 |
| clkbuf | 4 |
| xnor2 | 15 |
| xor2 | 2 |
| nor3 | 4 |
| ha | 2 |
## power by group through the flow
stage	Clock [mW]	Sequential [mW]	Combinational, mW
6_report	0.156	0.247	0.000000130
4_1_cts	0.164	0.247	0.000000130
5_1_grt	0.182	0.247	0.000000130
## stage by stage
step,cell area [sq um],std cells,power (mW),util
floorplan,890.9,94,0.2531,-
global placement,987.2,166,0.2531,0.1782
detailed placement,987.2,166,0.2531,0.1782
CTS,1032,170,0.4109,0.1863
global route,1032,170,0.4291,0.1863
finish,1032,170,0.4039,0.1863
## final timing paths
path / from / endpoint / slack, ns
max reg2reg: count[0]$_SDFF_PN0_ / count[18]$_SDFF_PN0_ / 1.74
min reg2reg: count[19]$_SDFF_PN0_ / count[19]$_SDFF_PN0_ / 0.47
max: clk_out$_DFFE_PN_ / clk_out / 1.66
min: count[19]$_SDFF_PN0_ / count[19]$_SDFF_PN0_ / 0.47
No activity file was given, so power comes from the tool's default toggle rates.
